[design/flow/config.mk]
export PLATFORM = sky130hd
export DESIGN_NAME = FiftyHurts
export DESIGN_NICKNAME = FiftyHurts
export VERILOG_FILES = /design/flow/design.v
export SDC_FILE = /design/flow/constraint.sdc
export NUM_CORES = 4
export LEC_CHECK = 1
export CORE_UTILIZATION = 30
[design/flow/design.v]
module Final_Project(SW, KEY, CLOCK_50, VGA_CLK, VGA_HS, VGA_VS, VGA_BLANK, VGA_SYNC,	VGA_R, VGA_G, VGA_B, LEDG, LEDR);
input [17:0] SW;
input CLOCK_50;
input [3:0] KEY;
output [7:0] LEDG;
output [17:0] LEDR;
output			VGA_CLK;   				 
output			VGA_HS;					 
output			VGA_VS;					 
output			VGA_BLANK;				 
output			VGA_SYNC;				 
output	[9:0]	VGA_R;   				 
output	[9:0]	VGA_G;	 				 
output	[9:0]	VGA_B;   				 
reg [7:0] x;
reg [6:0] y;
wire [2:0] colour;
reg wireEn;
wire hP, vP;  
reg GEnd;  
reg [2:0] col;
wire [2:0] col0;  
wire [2:0] col1;
wire [2:0] col2;
wire [2:0] col3;
wire [2:0] col4;
wire [2:0] col5;
wire [2:0] col6;
wire [2:0] col7;
wire [2:0] col8;
wire [2:0] col9;
reg peakReached;
wire [7:0] xstart;
wire [6:0] ystart;
assign xstart = 9;  
assign ystart = 60;
reg [7:0] xcount ;
reg [6:0] ycount ;
wire enable;
assign enable = !KEY[0]; 
wire Heart_In;
assign Heart_In = !GPIO_0[0];  
wire [7:0] XMAX;
wire [6:0] YMAX;
wire [6:0] YSTART;
assign XMAX = 160;
assign YMAX = 50;  
assign YSTART = 60;
wire resetn;
assign resetn = KEY[3];
reg [7:0] beatCount;
reg [7:0] xpic;
reg [7:0] ypic;
parameter A = 4'b0000, B = 4'b0001, C = 4'b0010, D = 4'b0011, E = 4'b0100, F = 4'b0101, G = 4'b0110, H =4'b0111, I = 4'b1000, J = 4'b1001, K = 4'b1010, L = 4'b1011; 
reg [4:0]ynext, ycurrent;  
reg [6:0] numbercol;  
reg [2:0] endcolour;  
reg [2:0]digitnum; 
wire [7:0] getAdd;  
wire [7:0] getAdd2;  
zeero u21(numbercol,CLOCK_50, 0, 0, col0);  
one u5(numbercol, CLOCK_50, 0, 0, col1);
two u23(numbercol, CLOCK_50, 0, 0, col2);
three u24(numbercol, CLOCK_50, 0, 0, col3);
four u25(numbercol, CLOCK_50, 0, 0, col4);
five u26(numbercol, CLOCK_50, 0, 0, col5);
six u27(numbercol, CLOCK_50, 0, 0, col6);
seven u28(numbercol, CLOCK_50, 0, 0, col7);
eight u29(numbercol, CLOCK_50, 0, 0, col8);
nein u30(numbercol, CLOCK_50, 0, 0, col9);
vga_adapter VGA(
			.resetn(resetn),
			.clock(CLOCK_50),
			.colour(colour),
			.x(x),
			.y(y),
			.plot(wireEn),
			.VGA_R(VGA_R),
			.VGA_G(VGA_G),
			.VGA_B(VGA_B),
			.VGA_HS(VGA_HS),
			.VGA_VS(VGA_VS),
			.VGA_BLANK(VGA_BLANK),
			.VGA_SYNC(VGA_SYNC),
			.VGA_CLK(VGA_CLK));
		defparam VGA.RESOLUTION = "160x120";  
		defparam VGA.MONOCHROME = "FALSE";
		defparam VGA.BITS_PER_COLOUR_CHANNEL = 1;
		defparam VGA.BACKGROUND_IMAGE = "display.mif";
FiftyHurts u1(hP, CLOCK_50,vP);  
always@(*)
begin
	case(ycurrent) 
		A : if(enable)ynext = B;  
			else ynext = A;
		B: if(x > 159) 
		begin
		ynext=H;     
		digitnum = 0;
		xpic <= 80;
ypic <= 6;
		end
			else if(Heart_In == 1) ynext = C;
			else ynext = B;
		C: if(ycount == 10)
				ynext = D; 
			else 
				ynext = C;
		D: if(ycount == 20)
				ynext = E;
			else 
				ynext = D;
		E: if(col == 3'b000)
				ynext = F;
			else 
				ynext = E;
		F: if(ycount == 8)
				ynext = G;
			else 
				ynext = F;
		G: if(y == 59)
				ynext = B;
			else 
				ynext = G;
		H: if (xcount == 9)
				ynext = I;
			else 
				ynext = H;
		I: if (ycount == 9 & digitnum == 0)
			begin
				digitnum = 1;
				ynext = J;
				xpic <= 90;
ypic <= 6;
			end
			else
			begin
				ynext = H;
			end
		J: if (xcount == 9)
				ynext = K;
			else 
				ynext = J;
		K: if (ycount == 9)
				ynext = L;
			else 
				ynext = J;
	endcase
end
always @ (posedge CLOCK_50)
begin
ycurrent <= ynext;
if (ycurrent == A)
begin
col <= 3'b010;
wireEn <= 0;
end
else if (ycurrent == B)
begin
col <= 3'b010;
ycount <= 0;
y <= ystart -ycount;
if (x > 159)
begin
	ycount <= 0;
	xcount <= 0;
end
if (hP)
begin
x <= xstart + xcount;
		y <= ystart + ycount;
		wireEn <= 1;
		xcount <= xcount + 1;
end
end  
else if (ycurrent == C)    
begin
col <= 3'b010;
if (vP)
begin
	ycount <= ycount + 1;
	y <= ystart - ycount;
end
	if (ycount == 10)
	begin
		xcount <= xcount + 1;
		x <= xstart + xcount;
		beatCount <= beatCount + 1;
	end  
end
else if (ycurrent == D)    
begin
	col <= 3'b010;
	if (vP)
begin
	ycount <= ycount + 1;
	y <= ystart - ycount;
end
	if (ycount == 20)
	begin
		xcount <= xcount + 1;
		x <= xstart + xcount;
	end  
end
else if (ycurrent == E)    
begin
if (vP)
begin
	ycount <= ycount + 1;
	y <= ystart - ycount;
end
	if (ycount == 30)
	begin
	wireEn <= 0;
		ycount <= 19;
		xcount <= xcount + 1;
		y <= ystart - ycount;
		x <= xstart + xcount;
		col <= 3'b000;
	end  
end
else if (ycurrent == F)    
begin
	col <= 3'b010;
if (vP)
begin
	ycount <= ycount - 1;
	y <= ystart - ycount;
	wireEn <= 1;
end
	if (ycount == 8)
	begin
		xcount <= xcount + 1;
		x <= xstart + xcount;
	end  
end
else if (ycurrent == G)    
begin
	col <= 3'b010;
	if (vP)
begin
	ycount <= ycount - 1;
y <= ystart - ycount;
end
	if (y == 60)
	begin
	end  
end
else if (ycurrent == H)  
begin
	col <= endcolour;
	x <= xcount + xpic;
	y <= ycount + ypic;
	xcount <= xcount + 1;
	numbercol <= numbercol + 1;
end  
else if (ycurrent == I)  
begin
	ycount <= ycount + 1;
	xcount <= 0;
	if (ycount == 9)
	begin
		ycount <= 0;
		xcount <= 0;
		numbercol <= 0;
	end
end  
else if (ycurrent == J)  
begin
col <= endcolour;
x <= xcount + xpic;
y <= ycount + ypic;
xcount <= xcount + 1;
numbercol <= numbercol + 1;
end  
else if (ycurrent == K)  
begin
	xcount <= 0;
	ycount <= ycount + 1;
end  
end  
assign colour = col;
assign LEDR [12:0] = xpic;
assign LEDG = ycurrent;
assign LEDR[17] = digitnum;
always @ (*)
begin
	if (beatCount == 0 & digitnum == 0)
		endcolour <= col0;
	else if (beatCount == 0 & digitnum == 1)
		endcolour <= 3'b000;
	else if (beatCount == 20 & digitnum == 0)
		endcolour <= col8;
	else if (beatCount == 20 & digitnum == 1)
		endcolour <= col0;
	else if (beatCount == 1 & digitnum == 0)
		endcolour <= col4;
	else if (beatCount == 1 & digitnum == 1)
		endcolour <= 3'b000;
	else if (beatCount == 2 & digitnum == 0)
		endcolour <= col8;
	else if (beatCount == 2 & digitnum == 1)
		endcolour <= 3'b000;
	else if (beatCount == 3 & digitnum == 0)
		endcolour <= col1;
	else if (beatCount == 3 & digitnum == 1)
		endcolour <= col2;
	else if (beatCount == 4 & digitnum == 0)
		endcolour <= col1;
	else if (beatCount == 4 & digitnum == 1)
		endcolour <= col6;	
	else if (beatCount == 5 & digitnum == 0)
		endcolour <= col2;
	else if (beatCount == 5 & digitnum == 1)
		endcolour <= col0;
	else if (beatCount == 6 & digitnum == 0)
		endcolour <= col2;
	else if (beatCount == 6 & digitnum == 1)
		endcolour <= col4;
	else if (beatCount == 7 & digitnum == 0)
		endcolour <= col2;
	else if (beatCount == 7 & digitnum == 1)
		endcolour <= col8;
	else if (beatCount == 8 & digitnum == 0)
		endcolour <= col3;
	else if (beatCount == 8 & digitnum == 1)
		endcolour <= col2;
	else if (beatCount == 9 & digitnum == 0)
		endcolour <= col3;
	else if (beatCount == 9 & digitnum == 1)
		endcolour <= col6;
	else if (beatCount == 10 & digitnum == 0)
		endcolour <= col4;
	else if (beatCount == 10 & digitnum == 1)
		endcolour <= col0;
	else if (beatCount == 11 & digitnum == 0)
		endcolour <= col4;
	else if (beatCount == 11 & digitnum == 1)
		endcolour <= col4;
	else if (beatCount == 12 & digitnum == 0)
		endcolour <= col4;
	else if (beatCount == 12 & digitnum == 1)
		endcolour <= col8;
	else if (beatCount == 13 & digitnum == 0)
		endcolour <= col5;
	else if (beatCount == 13 & digitnum == 1)
		endcolour <= col2;
	else if (beatCount == 14 & digitnum == 0)
		endcolour <= col5;
	else if (beatCount == 14 & digitnum == 1)
		endcolour <= col6;
	else if (beatCount == 15 & digitnum == 0)
		endcolour <= col6;
	else if (beatCount == 15 & digitnum == 1)
		endcolour <= col0;
	else if (beatCount == 16 & digitnum == 0)
		endcolour <= col6;
	else if (beatCount == 16 & digitnum == 1)
		endcolour <= col4;
	else if (beatCount == 17 & digitnum == 0)
		endcolour <= col6;
	else if (beatCount == 17 & digitnum == 1)
		endcolour <= col8;
	else if (beatCount == 18 & digitnum == 0)
		endcolour <= col7;
	else if (beatCount == 18 & digitnum == 1)
		endcolour <= col2;
	else if (beatCount == 19 & digitnum == 0)
		endcolour <= col7;
	else if (beatCount == 19 & digitnum == 1)
		endcolour <= col6;
	else if (beatCount == 21 & digitnum == 0)
		endcolour <= col8;
	else if (beatCount == 21 & digitnum == 1)
		endcolour <= col4;
	else if (beatCount == 22 & digitnum == 0)
		endcolour <= col8;
	else if (beatCount == 22 & digitnum == 1)
		endcolour <= col8;
	else if (beatCount == 23 & digitnum == 0)
		endcolour <= col9;
	else if (beatCount == 23 & digitnum == 1)
		endcolour <= col2;
	else if (beatCount == 24 & digitnum == 0)
		endcolour <= col9;
	else if (beatCount == 24 & digitnum == 1)
		endcolour <= col6;
	else if (beatCount > 24 & digitnum == 0)
		endcolour <= 3'b111;
	else if (beatCount > 24 & digitnum == 1)
		endcolour <= 3'b111;
end
endmodule
module FiftyHurts (horizontalPulse,clk,slopePulse);
output horizontalPulse;
output slopePulse;
input clk;
reg [25:0] count;
reg [25:0] count2;
wire cond1,cond2,cond3,cond4;
always @ (posedge clk)
begin
if (slopePulse)
count2 <= 26'b0;
else
count2 <= count2 + 1;
if (horizontalPulse)
count <= 26'b0;
else
count <= count + 1'b1;
end
assign horizontalPulse = count == 26'd4999999;
assign slopePulse = count2 == 26'd499999;
endmodule
[design/flow/constraint.sdc]
current_design FiftyHurts

set clk_period 3.5
set clk_io_pct 0.2

create_clock -name clk0 -period $clk_period [get_ports {clk}]

set non_clock_inputs [all_inputs -no_clocks]
set_input_delay [expr $clk_period * $clk_io_pct] -clock clk0 $non_clock_inputs
set_output_delay [expr $clk_period * $clk_io_pct] -clock clk0 [all_outputs]
[design/flow/run.sh]
#!/bin/bash
# OpenROAD 26Q1-2900-gdf79404cd8, Yosys 0.63+post, stock flow scripts
make -C /OpenROAD-flow-scripts/flow DESIGN_CONFIG=/design/flow/config.mk WORK_HOME=/design/flow/orfs finish
==> flow_summary.ini <==
; implementation run metrics
[final_timing]
finalCriticalPeriod_ns = 2.76
setup_viol = 0
setup_ws_ns = 0.735
finalCritPeriodShare = 0.790
clock_skew_ns = 0.0109
final_hold_viol_count = 0
holdWs_ns = 0.483
max_slew_margin = 0.478
drv_slew = 0
worst_pin_slew_ns = 0.776
rsz0062_at_grt = false
fmax_ghz = 0.362
tns_ns = 0

[drt]
wl_per_cell_um = 11.0
num_vias = 1650
ant_nets = 0
first_pass_iters = 4
diodes = 0
drt_wl_total_um = 3830
initialDrtViolationCount = 57
drcViolationCount = 0
avgViaCountPerCell = 4.73

[layout]
utilization = 0.342
area_delta_synth_final_pct = 10.4
lay_top_count = dfxtp_1
drive_above_1_share = 0.0680
nFillCells = 741
lay_top_cells = 52 x dfxtp_1, 22 x xnor2_1, 21 x nor2_1
final_cells = 349
fin_area_mm2 = 0.00248

[floorplan]
fp.dieArea_mm2 = 0.00784
ios = 3
fp.dieH_um = 88.5
die_w_um = 88.5
fp_util = 0.310
row_count = 31
core_area_mm2 = 0.00725

[setup_path]
end_kind = primary output
critPathArrivalTime_ns = 2.06
crit_path_max_fanout = 11
cp.required_ns = 2.80
start_kind = flip-flop
worstSetupPathType = flip-flop to primary output

[pwr]
finalPower_mw = 0.923
p_per_area_mw_per_mm2 = 372
p_int_mw = 0.733
netSwitchingPower_mw = 0.190
power_leakage_nw = 0.906
irDropWorstVdd_uv = 161
power_frac_seq = 0.640
comb_power_share = 0
swShare = 0.206
clockPowerShare = 0.360

[synthesis]
yosysWarnings = 1
ys_seq_frac = 0.463
syn_area_per_cell_um2 = 9.25
synthCells = 243
syn_area_mm2 = 0.00225
synth_chip_area_mm2 = 0.00225
ys_cells = 243
yosysUniqueCellTypes = 32
ys.flops = 52

[clock_tree]
postCtsResizedCells = 0
numClockSinks = 52
postCtsHoldBufs = 0
clkTransAtPathRegs_ns = 0.09
htreeDepth = 2
cts-root-buf = clkbuf_8
clkLatencyLatePin_ns = 0.30
numCtsBuffers = 5
cts_tree = yes
cts_max_path_buffers = 2
postCtsSetupBuffers = 0

[place]
postPlaceCellArea_mm2 = 0.00239
gp_congestion = 0.855
port-buffer-count = 2
place_inst = 341
dp_hpwl_um = 2700
dp_slack_ns = 1.07

[status]
outcome = completed

[run]
warnings = 25
drv_cap = 0

[global_route]
antenna_found_initial = 0
gr-total-overflow = 0
grt_max_degree = 17
grtUsageTotal = 0.115
grt_pass1_wl_um = 7070
grt_pass1_vias = 1595

[worst_hold_path]
hold_class = flip-flop to flip-flop
==> metal layers <==
| layer | part of all wire | wire length (um) | GRT usage | vias to the layer above |
|---|---|---|---|---|
| met5 | 0 | 0 | 0 | - |
| met4 | 0.019 | 71 | 0.0249 | 0 |
| met3 | 0.037 | 140 | 0.0293 | 8 |
| met2 | 0.42 | 1600 | 0.170 | 20 |
| met1 | 0.53 | 2020 | 0.174 | 750 |
| li1 | - | - | - | 872 |
==> worst max-delay path, cell delays in order, from the launching register on <==
cell and delay [ns]:
dfxtp_1 0.40, ha_1 0.27, nand4_4 0.18, nor3_1 0.23, buf_4 0.21, clkdlybuf4s50_1 0.47
==> worst paths after layout <==
| check | from | to | slack, ns | cells after the start |
|---|---|---|---|---|
| hold / removal | count2[22] | count2[22] | 0.48 | 1 |
| setup / recovery | count2[0] | slopePulse | 0.74 | 5 |
| setup reg to reg | count2[0] | count2[18] | 1.55 | 5 |
| hold reg to reg | count2[22] | count2[22] | 0.48 | 1 |
==> registers in the layout, summed over array words and instances (netlist names) <==
register  flops
count2       26
count        26
==> kinds of logic (layout without fill, tap and decap cells) <==
group                      after synthesis  count (layout)  share of synthesized area
buffers and inverters                   11              18                     0.0195
AOI/OAI and AO/OA                       17              17                     0.0451
xor gates and xnor gates                39              39                      0.152
adders and majority gates                2               2                     0.0111
DFF                                     52              52                      0.463
and+or+nand+nor                        122             122                      0.309
==> area by class of cell <==
class / count / area, um2 / area share
Multi-Input combinational cell: 180 / 1170 / 0.471
Timing Repair Buffer: 4 / 35.0 / 0.0141
Sequential cell: 52 / 1040 / 0.420
Tap cell: 99 / 124 / 0.0499
Clock inverter: 2 / 16.3 / 0.00656
Inverter: 6 / 22.5 / 0.00908
Clock buffer: 6 / 72.6 / 0.0293
==> synth_stat cells <==
library cell	instances	area share
inv_1	6	0.010
ha_1	2	0.011
and4_1	6	0.023
and3_1	9	0.025
nand3b_1	1	0.0033
nand4b_1	1	0.0039
and4b_1	1	0.0045
nand4_1	13	0.036
nor4_2	1	0.0056
or4_4	1	0.0050
or4_1	3	0.010
and2_1	6	0.017
nor4b_1	2	0.0078
xor2_1	17	0.066
nor2_1	21	0.035
nand3_1	20	0.045
buf_2	2	0.0045
o311ai_0	1	0.0039
or3_1	1	0.0028
nor3_1	5	0.011
dfxtp_1	52	0.46
xnor2_1	22	0.086
o31ai_1	2	0.0067
nor2b_1	2	0.0056
a21oi_1	7	0.016
a31o_2	2	0.0078
or2_2	2	0.0056
nand4_4	1	0.0095
o21ai_0	5	0.011
nor4_1	9	0.025
clkbuf_1	3	0.0050
nand2_1	17	0.028
==> power groups by stage <==
stage | clock (mW) | sequential [mW] | combinational, mW
5_1_grt | 0.376 | 0.591 | 0.000000447
6_report | 0.332 | 0.591 | 0.000000447
4_1_cts | 0.348 | 0.591 | 0.000000447
Power figures rest on the tool's default switching activity, not on a simulated workload.
